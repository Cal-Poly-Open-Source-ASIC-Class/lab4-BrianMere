## design/flow/config.mk

```make
export PLATFORM = sky130hd
export DESIGN_NAME = async_fifo
export DESIGN_NICKNAME = async_fifo
export VERILOG_FILES = /design/flow/design.v
export SDC_FILE = /design/flow/constraint.sdc
export NUM_CORES = 4
export LEC_CHECK = 1
export CORE_UTILIZATION = 50
```

## design/flow/constraint.sdc

```tcl
current_design async_fifo

set clk_period 6.6
set clk_io_pct 0.2

create_clock -name clk0 -period $clk_period [get_ports {i_rclk}]
create_clock -name clk1 -period $clk_period [get_ports {i_wclk}]

set non_clock_inputs [all_inputs -no_clocks]
set_input_delay [expr $clk_period * $clk_io_pct] -clock clk0 $non_clock_inputs
set_output_delay [expr $clk_period * $clk_io_pct] -clock clk0 [all_outputs]
```

## design/flow/design.v

```verilog
`timescale 1ns/1ps
module async_fifo #(
    parameter FIFO_SIZE = 32,   
    parameter LOGIC_SIZE = 8    
) (
    input logic i_rst_n,     
    input logic i_wclk,      
    input logic i_wr,        
    input logic [LOGIC_SIZE-1:0] i_wdata,  
    output logic o_wfull,    
    input logic i_rclk,      
    input logic i_rr,        
    output logic [LOGIC_SIZE-1:0] o_rdata,  
    output logic o_rempty    
);
    localparam GRAY_WIDTH = $clog2(FIFO_SIZE);
    typedef logic [GRAY_WIDTH:0] fifo_ptr_t;
    logic [FIFO_SIZE-1:0] [LOGIC_SIZE-1:0] queue_data;  
    fifo_ptr_t r_ptr, w_ptr;  
    fifo_ptr_t r_gray, w_gray;
    fifo_ptr_t rgray_s, wgray_s;  
    synchronizer #(GRAY_WIDTH+1, 2) ReadToWrite(
        .i_reset_n(i_rst_n), 
        .i_input_data(r_gray), 
        .i_new_clk(i_wclk), 
        .o_output_data(rgray_s)
    );
    synchronizer #(GRAY_WIDTH+1, 2) WriteToRead(
        .i_reset_n(i_rst_n), 
        .i_input_data(w_gray), 
        .i_new_clk(i_rclk), 
        .o_output_data(wgray_s)
    );
    always_comb begin : flags
        o_wfull = ((w_gray[GRAY_WIDTH:GRAY_WIDTH-1] == ~rgray_s[GRAY_WIDTH:GRAY_WIDTH-1]) 
        && (w_gray[GRAY_WIDTH-2:0] == rgray_s[GRAY_WIDTH-2:0]));
        o_rempty = (r_gray == wgray_s);
    end
    always_ff @(posedge i_wclk or negedge i_rst_n) begin : writes
        if(!i_rst_n) w_ptr <= 0;  
        else if(!((w_gray[GRAY_WIDTH:GRAY_WIDTH-1] == ~rgray_s[GRAY_WIDTH:GRAY_WIDTH-1]) 
        && (w_gray[GRAY_WIDTH-2:0] == rgray_s[GRAY_WIDTH-2:0])) && i_wr) begin 
            queue_data[w_ptr[GRAY_WIDTH-1:0]] <= i_wdata;
            w_ptr <= w_ptr + 1;
        end
    end
    always_ff @(posedge i_rclk or negedge i_rst_n) begin : reads
        if(!i_rst_n) r_ptr <= 0;  
        else if(!(r_gray == wgray_s) && i_rr) begin 
            o_rdata <= queue_data[r_ptr[GRAY_WIDTH-1:0]];
            r_ptr <= r_ptr + 1;
        end
    end
    always_ff @(posedge i_rclk or negedge i_rst_n) begin
        if(!i_rst_n) r_gray <= 0; 
        else r_gray <= ((r_ptr) ^ ((r_ptr) >> 1));
    end
    always_ff @(posedge i_wclk or negedge i_rst_n) begin 
        if(!i_rst_n) w_gray <= 0; 
        else w_gray <= ((w_ptr) ^ ((w_ptr) >> 1));
    end
endmodule
`timescale 1ns/1ps
module synchronizer #(
    parameter LOGIC_SIZE = 8,  
    parameter NUM_FFS    = 2 
) (
    input logic i_reset_n,     
    input logic [LOGIC_SIZE-1:0] i_input_data,   
    input logic i_new_clk,                       
    output logic [LOGIC_SIZE-1:0] o_output_data
);
    (* keep *) logic [LOGIC_SIZE-1:0] imm [NUM_FFS-1:0];  
    always_comb begin : outputAssign
        o_output_data = imm[NUM_FFS-1];  
    end
    always_ff @( posedge i_new_clk or negedge i_reset_n ) begin : zero_thFlipFlop
        if(!i_reset_n) 
            imm[0] <= 0;
        else
            imm[0] <= i_input_data;
    end
    generate
        for(genvar i = 1; i < NUM_FFS; i++) begin 
            always_ff @( posedge i_new_clk or negedge i_reset_n ) begin : n_thFlipFlop
                if(!i_reset_n) 
                    imm[i] <= 0;
                else 
                    imm[i] <= imm[i-1];
            end
        end
    endgenerate
endmodule
```

## design/flow/run.sh

```bash
#!/bin/bash
# OpenROAD 26Q1-2900-gdf79404cd8, Yosys 0.63+post, stock flow scripts
make -C /OpenROAD-flow-scripts/flow DESIGN_CONFIG=/design/flow/config.mk WORK_HOME=/design/flow/orfs finish
```

==> flow_metrics.tcl <==
# flow metrics
set metrics [dict create \
    grtUsageMet3_pct 10.3 \
    grt_setup_unrepaired "false" \
    cts.sinks 312 \
    io_buffers 21 \
    ys_ff 312 \
    clk_pin_slew_worst_paths_ns 0.06 \
    routabilityCongestion 0.815 \
    core-area_um2 29900 \
    power_per_cell_area_nw_per_um2 420 \
    setup_viol 0 \
    leakagePower_nw 5.66 \
    grt_max_degree 141 \
    edf_count 264 \
    n_antenna_cell 0 \
    tightest_slew_ns 0.980 \
    num_rows 63 \
    synth_area_per_cell_um2 18.1 \
    drtIter0Drc 570 \
    final_util_pct 56.9 \
    synthesis.area_um2 15300 \
    yosys_cells 845 \
    ys_async_sr_fraction_pct 15.4 \
    maxCapViolCount 0 \
    crit_start "w_ptr[0]" \
    cts_resized 0 \
    antenna_found_initial 0 \
    r2r_cells 8 \
    busiest_layer "met2" \
    switching_share_pct 32.5 \
    ys_types 44 \
    skew_ns 0.0110 \
    ys_seq_share_pct 59.5 \
    r2r-start "w_ptr[0]" \
    synth-main-ff-cell "edfxtp_1" \
    post-dp-hpwl_um 21100 \
    cp.required_ns 6.91 \
    hold_viol 0 \
    cts_hold_buf 0 \
    area_growth_pct 10.9 \
    crit_arrival_ns 3.98 \
    drive_gt1_share_pct 49.0 \
    wire_per_inst_um 26.3 \
    timing.reg2reg.setup_slack_ns 2.93 \
    top_area_cell "edfxtp_1" \
    ys_chip_area_um2 15300 \
    drcViolationCount 0 \
    via_count 7967 \
    via_per_inst 6.21 \
    pwr-share-seq_pct 40.1 \
    start_kind "register" \
    power_switching_mw 2.32 \
    cp-end-kind "register" \
    totalNegativeSetupSlack_ns 0 \
    worstPathMaxFanout 9 \
    drv_slew 0 \
    cts_tree "done" \
    ant_nets 0 \
    overflow 0 \
    drt-total-wl_um 33800 \
    vdd_drop_max_mv 0.251 \
    cts_setup_buffers 0 \
    slew-limit-headroom_pct 34.4 \
    num_io_pins 23 \
    die_y_um 177 \
    clkPwrFrac_pct 25.8 \
    pwr-share-comb_pct 34.1 \
    internal_power_mw 4.82 \
    floorplan.core_util_pct 51.3 \
    endpoint "queue_data[100]" \
    synthCells 845 \
    hold_class "reg -> reg" \
    die_area_um2 31400 \
    die_w_um 177 \
    grt_usage_pct 24.9 \
    r2r-end "queue_data[100]" \
    drt-pass1-iter-count 4 \
    status "complete, no violations" \
    use_met1_pct 35.5 \
    top_cell_area_share_pct 51.7 \
    grt_pass1_vias 8514 \
    area_leaders "edfxtp_1, mux2_2, mux4_2" \
    grt_util_met2_pct 38.0 \
    yosys_warnings 3 \
    grt_pass1_wl_um 51800 \
    path_class "reg -> reg" \
    warnings 32 \
]
## worst min-delay path by stage
stage,startpoint,to,slack [ns],cells past startpoint
4_1_cts,r_gray[4],ReadToWrite.imm[0][4],0.11,0
5_1_grt,r_gray[3],ReadToWrite.imm[0][3],0.12,0
6_report,r_gray[4],ReadToWrite.imm[0][4],0.12,0
## placed cells by master, fill, tap and decap left out, drive strengths merged, types with 2 or more instances in the layout
cell and instances:
o211ai 4, ha 13, inv 7, clkbuf 45, nand2 4, nor3b 4
nand4 13, xor2 5, edfxtp 264, nand2b 2, o2111ai 4, o21ai 5
nand3b 2, nor4 10, clkinv 17, clkdlybuf4s50 20, o21a 3, nor2b 2
buf 20, and2 3, mux2 267, nor3 8, nand3 4, nor2 6
mux4 80, xnor2 21, dfrtp 48, or3b 2
## per-stage QoR
step	std cells	worst slack (ns)	instance area [µm²]	hold slack, ns	total power, mW
floorplan	845	0.821	15300	0.331	4.67
global route	1283	2.77	17000	0.119	7.49
finish	1283	2.93	17000	0.123	7.14
detailed placement	1218	2.55	15900	0.335	5.35
CTS	1283	2.93	17000	0.105	7.22
global placement	1218	2.63	15900	0.334	5.30
## per-layer routing
layer | share of wire [%] | up-vias
met5 | 0 | -
met4 | 3.8 | 0
met3 | 8.8 | 70
met2 | 49 | 332
met1 | 38 | 4082
li1 | - | 3483
## cell families (layout without fill, tap and decap cells)
logic type / after synthesis / after routing / share of synthesized area, %
buf+inv: 63 / 111 / 1.84
compound gates: 18 / 18 / 0.840
fa+ha+maj: 13 / 13 / 1.06
flops: 312 / 312 / 59.5
mux: 348 / 348 / 31.5
simple gates: 65 / 65 / 3.75
xor+xnor: 26 / 26 / 1.48
## sequential cells by signal, summed over array words and instances (netlist names)
| name | flops |
|---|---|
| queue_data | 256 |
| w_ptr | 6 |
| o_rdata | 8 |
| WriteToRead.imm | 12 |
| w_gray | 6 |
| r_gray | 6 |
| ReadToWrite.imm | 12 |
| r_ptr | 6 |
## cell type report
type	instances	area, µm²
inverters	6	22.5
well taps	390	488
flip-flops and latches	312	9130
clock buffers	45	956
repair buffers	40	360
clock inverters	20	118
multi-input cells	470	5930
fillers	2171	12900
## critical path: stages, from the launching register on
cell	delay (ns)
dfrtp_1	0.53
inv_2	0.10
ha_1	0.32
and2_1	0.18
ha_1	0.26
a211o_1	0.34
nor4_1	0.60
nand3_1	0.61
mux2_2	0.46
## power by group through the flow
| stage | clock network, mW | registers, mW | logic (mW) |
|---|---|---|---|
| global route | 1.97 | 2.91 | 2.62 |
| finish | 1.84 | 2.86 | 2.44 |
| CTS | 1.89 | 2.87 | 2.47 |
## cells in the mapped netlist (2+ instances only)
master / number
mux2_2: 265
o21ai_1: 3
o211ai_1: 4
o2111ai_1: 4
edfxtp_1: 264
inv_1: 5
buf_2: 12
nor2b_1: 2
nor3b_2: 3
dfrtp_1: 48
nand2b_1: 2
or3b_1: 2
xnor2_1: 21
nand2_1: 4
mux2_1: 2
nand3_1: 4
ha_1: 13
nor2_1: 6
buf_4: 8
buf_1: 4
o21a_1: 3
nor3_2: 4
nor3_4: 2
nor4_4: 8
xor2_1: 5
nor3_1: 2
mux4_2: 80
and2_1: 3
nand4_1: 13
o21ai_0: 2
clkbuf_1: 33
nand3b_1: 2
Power figures rest on the tool's default switching activity, not on a simulated workload.
